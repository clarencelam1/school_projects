===== design/flow/config.mk =====
export PLATFORM = sky130hd
export DESIGN_NAME = store_bytes
export DESIGN_NICKNAME = store_bytes
export VERILOG_FILES = /design/flow/design.v
export SDC_FILE = /design/flow/constraint.sdc
export NUM_CORES = 4
export LEC_CHECK = 1
export CORE_AREA = 10 10 70 70
export DIE_AREA = 0 0 80 80
export SYNTH_HDL_FRONTEND = slang

===== design/flow/design.v =====
`timescale 1ns / 1ps
module store_bytes
(
 input [31:0] 			A_in,
 input [5:0]			opcode,
 input [1:0]			shift_amount,
 output reg [31:0]     Out_out
);		
always @(*)
	begin
	if(opcode == 6'b101000)
		begin
			case(shift_amount[1:0])
			2'b00:  
				begin
					Out_out = {24'd0, A_in[7:0]};
				end
			2'b01:  
				begin
					Out_out = {24'd0, A_in[15:8]};
				end
			2'b10:  
				begin
					Out_out = {24'd0, A_in[23:16]};
				end
			2'b11:  
				begin
					Out_out = {24'd0, A_in[31:24]};
				end
			default:
				begin
					Out_out = {32'bxxxxxxxxxxxxxxxxxxxxxxxxxxxxxxxx};
				end
			endcase
		end		
	else
		begin  
			case(shift_amount[1:0])
			2'b00:  
				begin
					Out_out = {16'd0, A_in[15:0]};
				end
			2'b10:  
				begin
					Out_out = {16'd0, A_in[31:16]};
				end
			default:
				begin
					Out_out = {32'bxxxxxxxxxxxxxxxxxxxxxxxxxxxxxxxx};
				end
			endcase
		end
	end
endmodule

===== design/flow/constraint.sdc =====
current_design store_bytes

set clk_period 2.9
set clk_io_pct 0.2

create_clock -name clk0 -period $clk_period

set non_clock_inputs [all_inputs -no_clocks]
set_input_delay [expr $clk_period * $clk_io_pct] -clock clk0 $non_clock_inputs
set_output_delay [expr $clk_period * $clk_io_pct] -clock clk0 [all_outputs]

===== design/flow/run.sh =====
#!/bin/bash
# OpenROAD 26Q1-2900-gdf79404cd8, Yosys 0.63+post, stock flow scripts
make -C /OpenROAD-flow-scripts/flow DESIGN_CONFIG=/design/flow/config.mk WORK_HOME=/design/flow/orfs finish

==> load_flow_metrics.sql <==
-- metrics for the results database
INSERT INTO impl_metrics (metric_group, metric, value, unit) VALUES
('cells_and_area', 'comb_area', '578.1', 'um2'),
('synth', 'fraction_of_the_yosys_area_taken_by_sequential_cells', '0', ''),
('placed_design', 'placed_area', '1303', 'um2'),
('critical_path', 'crit_path_max_fanout', '4', ''),
('routing', 'routed_wire_length_per_instance', '13.79', 'um'),
('cells_and_area', 'areaGrowthSynthToFinish', '97.28', '%'),
('routing', 'ant_nets', '0', ''),
('routing', 'drt_pre_antenna_iters', '4', ''),
('pwr', 'power-per-cell-area', '123.4', 'nW/um2'),
('final_timing', 'timing.setup.tns', '0', 'ns'),
('pwr', 'static_leakage', '0.6250', 'nW'),
('synth', 'netlist.top_cell.by_area', 'sky130_fd_sc_hd__buf_4', ''),
('job', 'cap_viol_max_count', '0', ''),
('cells_and_area', 'final_design_area_no_fill', '1360', 'um2'),
('synth', 'syn_warnings', '0', ''),
('final_timing', 'post-route-period-util', '0.9808', ''),
('cells_and_area', 'design.seq.count', '0', ''),
('global_route', 'grt_pass1_wl', '4.464', 'mm'),
('final_timing', 'finalWorstPathRequiredPeriod', '2.844', 'ns'),
('synth', 'yosys_cells', '98', ''),
('placed_design', 'place_ws', '-0.07248', 'ns'),
('pwr', 'power_frac_clock', '0', ''),
('final_timing', 'grt_setup_unrepaired', 'no', ''),
('placed_design', 'io_buffer_count', '56', ''),
('cells_and_area', 'drive_above_1_share', '0.2378', ''),
('cells_and_area', 'total_of_clock_buffers_placed_in_the_layout', '0', ''),
('global_route', 'groute.layer.met2.usage', '0.1268', ''),
('cells_and_area', 'layout.area.seq', '0', 'um2'),
('cells_and_area', 'nFillCells', '371', ''),
('pwr', 'ir_drop', '59.61', 'uV'),
('placed_design', 'gp_congestion', '0.7218', ''),
('global_route', 'first_global_vias', '936', ''),
('critical_path', 'crit_required', '2.32', 'ns'),
('global_route', 'global_route.usage.total', '0.08335', ''),
('floorplan', 'fp-utilization', '0.2018', ''),
('routing', 'remaining_drc_errors', '0', ''),
('floorplan', 'die_w', '80', 'um'),
('critical_path', 'worstSetupStartpointType', 'input port', ''),
('floorplan', 'design.core.area', '3416', 'um2'),
('synth', 'netlist.area_leader.share', '0.1960', ''),
('final_timing', 'max_freq', '351.6', 'MHz'),
('final_timing', 'setup_ws', '0.05559', 'ns'),
('floorplan', 'design.die.area', '6400', 'um2'),
('final_timing', 'timing_worst_slew_pin_value', '0.5649', 'ns'),
('routing', 'number_of_inserted_diodes', '0', ''),
('final_timing', 'drv_slew', '0', ''),
('critical_path', 'worst_path_cell_trace', 'clkdlybuf4s50_1, or4b_4, buf_6, buf_4, o211ai_2, nand3_1, dlygate4sd2_1', ''),
('floorplan', 'std_cell_rows', '21', ''),
('floorplan', 'dieHeight', '80', 'um'),
('synth', 'netlist_top_cells_area', 'sky130_fd_sc_hd__buf_4 20%, sky130_fd_sc_hd__o211ai_2 15%, sky130_fd_sc_hd__mux2_2 13%, sky130_fd_sc_hd__a22oi_1 8.7%, sky130_fd_sc_hd__nand2_1 8.7%', ''),
('final_timing', 'timing.final.hold_violations', '0', ''),
('final_timing', 'setup_viol', '0', ''),
('pwr', 'internal-power', '0.0001105', 'W'),
('global_route', 'pin_count_of_the_biggest_net_entering_global_routing', '17', ''),
('pwr', 'netSwitchingPower', '0.00005731', 'W'),
('critical_path', 'crit_arrival', '2.26', 'ns'),
('routing', 'num_vias', '888', ''),
('status', 'run_status', 'finished clean', ''),
('job', 'openroad.warnings', '32', ''),
('global_route', 'overflow', '0', ''),
('placed_design', 'hpwl', '2.496', 'mm'),
('global_route', 'grt_use_met1', '0.1121', ''),
('pwr', 'report.power.total', '0.0001678', 'W'),
('synth', 'synth.lib_cells_used.distinct', '19', ''),
('routing', 'drtIter0Drc', '29', ''),
('synth', 'syn-cell-area', '689.4', 'um2'),
('critical_path', 'timing.critical_path.to_type', 'primary output', ''),
('pwr', 'sequentialPowerShare', '0', ''),
('pwr', 'combinationalPowerShare', '1.000', ''),
('routing', 'detail_route.vias_per_cell', '4.229', ''),
('final_timing', 'timing.slew.headroom', '0.6220', '');
path summary, 6_finish.rpt:
kind                   from     endpoint  cells after the start
setup / recovery  opcode[3]   Out_out[3]                      7
hold / removal     A_in[31]  Out_out[15]                      4
synthesized netlist by cell type (all sizes together):
| master | number |
|---|---|
| a21oi | 8 |
| a22oi | 8 |
| buf | 23 |
| clkbuf | 2 |
| conb | 1 |
| mux2 | 8 |
| nand2 | 16 |
| nand2b | 2 |
| nand3 | 8 |
| nand4 | 8 |
| nor2 | 2 |
| nor2b | 2 |
| nor4b | 1 |
| o211ai | 8 |
| or4b | 1 |
layer usage:
layer	share of wire	wire length [um]	up-vias
met3	0.11	332	0
met1	0.45	1289	377
met2	0.44	1273	47
met4	0	0	0
met5	0	0	-
li1	-	-	464
cells in the final DEF (no fill, tap or decap), drive strengths merged:
| master | instances |
|---|---|
| conb | 16 |
| nor4b | 1 |
| o211ai | 8 |
| nand3 | 8 |
| dlygate4sd2 | 11 |
| nor2b | 2 |
| dlymetal6s2s | 3 |
| mux2 | 8 |
| nor2 | 2 |
| nand2 | 16 |
| buf | 20 |
| a22oi | 8 |
| a21oi | 8 |
| nand2b | 2 |
| nand4 | 8 |
| or4b | 1 |
| clkdlybuf4s50 | 42 |
repair_timing:
| item | in CTS | in global routing |
|---|---|---|
| endpoints found under the setup margin | 16 | 7 |
| cloned | 1 | 0 |
| buffers inserted | 3 | 3 |
| pin swaps | 3 | 0 |
| resized | 15 | 3 |
cell families after synthesis:
logic type,after synthesis,synth area share
simple gates,40,0.3249
buf+inv,25,0.2486
compound gates,24,0.2904
mux,8,0.1307
other cells,1,0.005439
power groups by stage:
stage         Combinational (W)  Clock [W]  Sequential [W]
CTS                    0.000171          0               0
global route           0.000185          0               0
finish                 0.000168          0               0
critical path: cells and delay by family:
| kind | cells | cell delay, ns |
|---|---|---|
| buffers and inverters | 4 | 0.99 |
| AOI/OAI and AO/OA | 1 | 0.12 |
| and+or+nand+nor | 2 | 0.58 |
area by class of cell:
class,count,share of cell area
multi-input combinational,88,0.4250
tap,46,0.04232
timing repair buffer,76,0.5327
stage by stage:
| stage | instances | util | hold WS, ns |
|---|---|---|---|
| 5_1_grt | 210 | 0.3982 | 1.853 |
| 3_3_place_gp | 203 | 0.3813 | 2.091 |
| 4_1_cts | 207 | 0.3894 | 1.954 |
| 3_5_place_dp | 203 | 0.3813 | 2.102 |
| 6_report | 210 | 0.3982 | 1.815 |
| 2_1_floorplan | 113 | - | 1.228 |
Power figures rest on the tool's default switching activity, not on a simulated workload.
